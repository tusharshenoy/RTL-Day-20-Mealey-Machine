==> design/flow/design.v <==
module fsm_detector_mealeyo(
    input in,
    input clk,
    input reset,
    output reg out
    );
  reg [1:0]currentstate;
  reg [1:0]nextstate;
    parameter s0=2'b00;
    parameter s1=2'b01;
    parameter s2=2'b10;
 always@(posedge clk)
    begin
      if(reset)
       begin
        out=1'b0;
        currentstate=1'b0;
        nextstate=1'b0;
       end
       else
        begin
        currentstate=nextstate;
        case(currentstate)
        s0: if(in)  
            begin
             out=1'b0;  
             nextstate=s1;  
            end
            else
            begin
             out=1'b0;  
             nextstate=s0;  
            end
        s1: if(in)  
            begin
             out=1'b0;  
             nextstate=s1;  
            end
            else
            begin
             out=1'b0;  
             nextstate=s2;  
            end
        s2: if(in)  
            begin
             out=1'b1;  
             nextstate=s1;  
            end
            else
            begin
             out=1'b0;  
             nextstate=s0;  
            end
        endcase
     end
end
endmodule
==> design/flow/run.sh <==
#!/bin/bash
# OpenROAD 26Q1-2900-gdf79404cd8, Yosys 0.63+post, stock flow scripts
make -C /OpenROAD-flow-scripts/flow DESIGN_CONFIG=/design/flow/config.mk WORK_HOME=/design/flow/orfs finish
==> design/flow/config.mk <==
export PLATFORM = sky130hd
export DESIGN_NAME = fsm_detector_mealeyo
export DESIGN_NICKNAME = fsm_detector_mealeyo
export VERILOG_FILES = /design/flow/design.v
export SDC_FILE = /design/flow/constraint.sdc
export NUM_CORES = 4
export LEC_CHECK = 1
export CORE_AREA = 10 10 70 70
export DIE_AREA = 0 0 80 80
==> design/flow/constraint.sdc <==
current_design fsm_detector_mealeyo

set clk_period 1.0
set clk_io_pct 0.2

create_clock -name clk0 -period $clk_period [get_ports {clk}]

set non_clock_inputs [all_inputs -no_clocks]
set_input_delay [expr $clk_period * $clk_io_pct] -clock clk0 $non_clock_inputs
set_output_delay [expr $clk_period * $clk_io_pct] -clock clk0 [all_outputs]
==> results_slide.txt <==
Flow Results at a Glance

Final timing
  – Min Hold Slack: 0.475 ns
  – Fin worst setup slack: -0.0326 ns
  – Max Freq: 968 MHz
  – Finish-stage setup viols: 1
  – Final Hold Vio Count: 0
  – Cycle use final: 103%
  – Slew Viols, Final: 0
  – Final Critical Period: 1.03 ns
  – Slew margin rel.: 89.9%
  – Worst-margin pin slew: 0.151 ns
  – Clock Skew: 0.000473 ns
  – RSZ-0062 raised after global routing: yes
  – Setup Total Neg Slack: -0.0326 ns

Routing
  – Routed via count: 117
  – Antenna Nets Post-Route: 0
  – Ant diodes: 0
  – Iter 0 DRT Violations: 1
  – DR vias/cell: 1.83
  – Total Wirelength: 305 um
  – Initial DRT Pass Iterations: 3
  – WL/cell: 4.77 um
  – # DRC: 0

Place
  – Port bufs: 3
  – Area post-placement: 219 um2
  – Dpl ws: -0.0157 ns
  – Post-Place Cells: 61
  – Gpl congestion: 0.584

Setup path
  – Worst Setup End Kind: register
  – CP arrival: 1.20 ns
  – Critical Path RT: 1.17 ns
  – RR Startpoint: nextstate[1]$_DFF_P_
  – Crit path max fanout: 2
  – Worst path max stage delay: 0.55 ns
  – Crit path capture: out$_SDFFE_PP0P_
  – Worst path slowest cell: or4b_1
  – Reg2reg path depth: 2
  – CP Cell Sequence: or4b_1 -> a21oi_2
  – CP Class: reg -> reg
  – CP Launch Point: nextstate[1]$_DFF_P_
  – Reg2Reg Setup Slack: -0.03 ns
  – FF-to-FF End: out$_SDFFE_PP0P_
  – Worst setup SP type: register

Global route
  – Total GRT Usage: 1.04%
  – Met2 Use GR: 1.44%
  – Antenna violations before repair: 0
  – Largest net degree at the start of global routing: 5
  – Vias in the first global route: 130
  – GR Util met3: 0.909%
  – GRT overflow: 0
  – Met1 usage: 1.06%
  – First-pass GRT wire length: 517 um
  – Top Usage Layer GRT: met2

Yosys
  – Adder Share, Synth: 0%
  – Cell taking the most area after synthesis: dfxtp_1
  – Xor/xnor share: 0%
  – Post-synthesis cell count from yosys: 11
  – Area share, top type: 64.6%
  – Synthesized cell area: 124 um2
  – Cells after Synth: 11
  – Yosys Warn Count: 1
  – Yosys stat area: 124 um2
  – Mux frac, synth: 0%
  – Simple Share, Synth: 25.3%
  – Seq share, synth: 64.6%
  – Syn_area_per_cell: 11.3 um2
  – Main logic family: simple AND/OR/NAND/NOR gates
  – Cell area leaders: dfxtp_1 65%, or4b_1 8.1%, nor3b_1 6.1%, o21bai_1 6.1%, nor2b_1 5.1%
  – Ys flops: 4
  – Synth cell types: 8
  – Ao+oa area frac: 10.1%

Cells and area
  – Post-layout instance area: 245 um2
  – Fillcell total: 413
  – Fin cells: 64
  – Layout cell share with drive strength beyond 1: 27.8%
  – Layout area overhead: 98.0%
  – Final core utilization: 7.18%

Clock tree
  – Sink Count: 4
  – Worst-Skew Late Latency: 0.23 ns
  – # H-tree levels: 1
  – Total setup buffers inserted after CTS: 0
  – CTS Buffer Depth: 2
  – Root Driver: clkbuf_4
  – Clock slew at reported path FFs: 0.04 ns
  – Total CTS buffers: 3
  – CTS tree: built

Job
  – OpenROAD warnings: 27
  – MaxCap Viol Count: 0

Floorplan
  – Die W: 80 um
  – Init Core Util: 3.63%
  – Chip area: 6400 um2
  – Die Ht: 80 um
  – Core Area: 3420 um2
  – Ports: 4
  – FP Rows: 21

Power
  – Design Power: 390 uW
  – Pleak: 0.0767 nW
  – Pwr Density: 1590 nW/um2
  – Maximum VDD drop: 0.000747 V

Run status
  – Status: finished, violations left
  – Failing checks: negative setup slack

Hold path
  – Worst hold path class: reg -> reg
-- logic make-up after synthesis --
logic type / after synthesis
simple gates: 5
flops: 4
compound gates: 2
-- flip-flops by register name (all words and copies together) (netlist names) --
| register | count |
|---|---|
| out | 1 |
| nextstate | 3 |
-- layout by cell type (no fill, tap or decap) --
cell type	synthesis	layout
clkbuf_4	0	3
buf_4	0	1
dfxtp_1	4	4
clkdlybuf4s15_1	0	1
nand2_1	1	1
a21oi_2	0	1
o21bai_1	1	1
or4b_1	1	1
nor3b_1	1	1
clkdlybuf4s50_1	0	2
nor2_1	1	1
nor2b_1	1	1
-- cell usage after synthesis --
cell type and n:
dfxtp_1 4, or4b_1 1, o21bai_1 1, a21oi_1 1, nor2_1 1, nor3b_1 1, nand2_1 1, nor2b_1 1
-- routing by layer --
metal / share of wire (%) / wire length, um
met1: 51 / 155
met2: 39 / 119
met3: 10 / 31
met4: 0 / 0
met5: 0 / 0
-- worst min-delay path by stage --
stage	to	cells after the start	from	slack (ns)
CTS	nextstate[1]$_DFF_P_	1	nextstate[2]$_DFF_P_	0.48
global route	nextstate[1]$_DFF_P_	1	nextstate[2]$_DFF_P_	0.50
finish	nextstate[1]$_DFF_P_	1	nextstate[2]$_DFF_P_	0.47
-- timing repair --
action,CTS,global route
hold buffers,0,0
resized,2,1
setup endpoints to repair,2,2
endpoints found under the hold margin,0,0
pin swaps,0,0
-- layout make-up --
cell class                 count  area (um2)  share of cell area, %
sequential                     4        80.1                   32.7
tap                           46        57.6                   23.5
multi-input combinational      7        47.5                   19.4
timing repair buffer           4        37.5                   15.3
clock buffer                   3        22.5                   9.18
-- critical path: cells and delay by family (launching register included) --
family | cells | cell delay [ns]
AND/OR/NAND/NOR | 1 | 0.55
flip-flops | 1 | 0.29
AND-OR/OR-AND | 1 | 0.13
-- report_power, final --
group / switching (mW) / total, mW / internal (mW)
sequential: 0.00275 / 0.170 / 0.167
combinational: 0.00764 / 0.0207 / 0.0131
clock: 0.0648 / 0.199 / 0.134
total: 0.0752 / 0.390 / 0.314
Power is estimated from default activity; no workload was simulated.
