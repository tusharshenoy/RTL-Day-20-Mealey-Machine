File: /design/flow/constraint.sdc
current_design fsm_detector_mealey

set clk_period 1.5
set clk_io_pct 0.2

create_clock -name clk0 -period $clk_period [get_ports {clk}]

set non_clock_inputs [all_inputs -no_clocks]
set_input_delay [expr $clk_period * $clk_io_pct] -clock clk0 $non_clock_inputs
set_output_delay [expr $clk_period * $clk_io_pct] -clock clk0 [all_outputs]
File: /design/flow/run.sh
#!/bin/bash
# OpenROAD 26Q1-2900-gdf79404cd8, Yosys 0.63+post, stock flow scripts
make -C /OpenROAD-flow-scripts/flow DESIGN_CONFIG=/design/flow/config.mk WORK_HOME=/design/flow/orfs finish
File: /design/flow/config.mk
export PLATFORM = sky130hd
export DESIGN_NAME = fsm_detector_mealey
export DESIGN_NICKNAME = fsm_detector_mealey
export VERILOG_FILES = /design/flow/design.v
export SDC_FILE = /design/flow/constraint.sdc
export NUM_CORES = 4
export LEC_CHECK = 1
export CORE_AREA = 10 10 70 70
export DIE_AREA = 0 0 80 80
File: /design/flow/design.v
module fsm_detector_mealey(
    input in,
    input clk,
    input reset,
    output reg out
    );
  reg [1:0]currentstate;
  reg [1:0]nextstate;
    parameter s0=2'b00;
    parameter s1=2'b01;
    parameter s2=2'b10;
 always@(posedge clk)
    begin
      if(reset)
       begin
        out=1'b0;
        currentstate=1'b0;
        nextstate=1'b0;
       end
       else
        begin
        currentstate=nextstate;
        case(currentstate)
        s0: if(in)  
            begin
             out=1'b0;  
             nextstate=s1;  
            end
            else
            begin
             out=1'b0;  
             nextstate=s0;  
            end
        s1: if(in)  
            begin
             out=1'b0;  
             nextstate=s1;  
            end
            else
            begin
             out=1'b0;  
             nextstate=s2;  
            end
        s2: if(in)  
            begin
             out=1'b1;  
             nextstate=s0;  
            end
            else
            begin
             out=1'b0;  
             nextstate=s0;  
            end
        endcase
     end
end
endmodule
==> job_summary.md <==
## PnR job results

| Metric | Value |
|---|---|
| Max incr delay on CP | 0.46 ns |
| GRT Total Usage | 1.16% |
| Registers, synthesis | 4 |
| Setup violators final | 0 |
| R2R Path End | out |
| IO Port Bufs | 3 |
| Post-route ant nets | 0 |
| Hold depth | 2 |
| Clk buf depth | 2 |
| Routed WL | 333 um |
| Kind of critical path | register to output pin |
| Initial antenna violation count | 0 |
| Die ar. | 6400 um^2 |
| CP top delay family | buffers and inverters |
| CTS Buf Count | 3 |
| Critical path's slowest cell | clkdlybuf4s50_1 |
| Post-CTS setup buffer count | 0 |
| Yosys warnings | 1 |
| Yosys Chip Area | 130 um^2 |
| Leakage power | 0.0757 nW |
| Die width | 80 um |
| Tool Warnings | 25 |
| Vias after detailed routing | 113 |
| Avg Vias per Cell | 1.71 |
| Cell Type Count | 8 |
| Hold worst-path end | nextstate[0] |
| Largest net degree at the start of global routing | 5 |
| Cells after Synth | 13 |
| Worst hold path class | register to register |
| Worst-margin pin slew | 0.147 ns |
| Period minus WS final | 1.31 ns |
| Cts repair resizes | 0 |
| Origin of the critical flop-to-flop path | nextstate[2] |
| Share of cells above drive strength 1 | 15.8% |
| Clock skew | 0.00255 ns |
| RSZ-0062 raised after global routing | no |
| Avg Cell Area, Syn | 10.0 um^2 |
| Buf/Inv on CP | 1 |
| # hold bufs at CTS | 0 |
| Max_slew headroom | 90.2% |
| Crit path required time | 1.20 ns |
| Mapped Area | 130 um^2 |
| CP Capture Type | output pin |
| H-tree depth | 1 |
| Cell Rows | 21 |
| MaxCap Viol Count | 0 |
| Final period util | 87.5% |
| Root buffer cell | clkbuf_4 |
| Clk latency of the worst-skew pair | 0.24 ns |
| Worst setup SP type | register |
| Seq/Total Area, Yosys | 61.5% |
| Crit path arrival time | 1.01 ns |
| Clock Sink Count | 4 |
| Reg clk slew, reported paths | 0.04 ns |
| Hold_sp | nextstate[0] |
| Power per Cell Area | 1080 nW/um^2 |
| Max IR drop VDD | 188 uV |
| Core area | 3420 um^2 |
| Filler instances | 413 |
| Die span in y | 80 um |
| Final Hold Violation Tally | 0 |
| First-pass GRT wire length | 489 um |
| Ys cells | 13 |
| R2R cell count | 2 |
| Reg-to-reg slack, setup | 0.50 ns |
| IO Count | 4 |
| Total grt overflow | 0 |
| Placer Congestion | 0.691 |
| Wirelength per Cell | 5.05 um |
| Max Freq | 0.762 GHz |
| # DRC | 0 |
| Vias in the first global route | 124 |
| Fin Setup TNS | 0 ns |
| Area Overhead vs Synth | 86.5% |
| 1st-iter DRT viols | 5 |
| Cell Chain, Critical Path | clkdlybuf4s50_1 |
| Fp_density | 3.81% |
| First-pass detailed-route iteration total | 2 |
| Status | complete, no violations |
| CTS tree | built |
| Min Hold Slack | 0.480 ns |
| Max FO, Critical Path | 2 |
| Slew Limit Fails | 0 |
==> final cells by class <==
class / instances / area [um^2] / area share (%)
antenna: 1 / 2.50 / 1.03
tap: 46 / 57.6 / 23.7
timing repair buffer: 3 / 30.0 / 12.4
inverter: 1 / 3.75 / 1.55
multi-input combinational: 8 / 46.3 / 19.1
sequential: 4 / 80.1 / 33.0
clock buffer: 3 / 22.5 / 9.28
==> routing by layer <==
metal	share of wire, %	vias to the layer above	track usage, %
li1	-	58	-
met1	40	48	0.732
met2	32	7	1.44
met4	0	0	0.176
met5	0	-	0
met3	27	0	2.27
==> cells in the final DEF (no fill, tap or decap), drive strengths merged <==
cell,n
o21ai,1
inv,1
nor3b,2
dfxtp,4
a21oi,1
clkbuf,3
nor2,2
nand2,1
clkdlybuf4s50,3
or4b,1
diode,1
==> how the worst max path moves through the flow <==
| stage | slack (ns) | startpoint | cells past startpoint | end |
|---|---|---|---|---|
| 4_1_cts | 0.18 | out | 1 | out |
| 5_1_grt | 0.16 | out | 1 | out |
| 6_report | 0.19 | out | 1 | out |
==> cells in the mapped netlist <==
| cell type | instances | area share [%] |
|---|---|---|
| dfxtp_1 | 4 | 62 |
| nor2_1 | 2 | 5.8 |
| nor3b_1 | 2 | 12 |
| a21oi_1 | 1 | 3.8 |
| inv_1 | 1 | 2.9 |
| nand2_1 | 1 | 2.9 |
| o21ai_0 | 1 | 3.8 |
| or4b_1 | 1 | 7.7 |
==> stage by stage <==
stage | cell area, um^2 | cells | util [%] | power (mW) | setup slack [ns]
floorplan | 130 | 13 | - | 0.120 | 0.529
global placement | 218 | 62 | 6.37 | 0.128 | 0.427
detailed placement | 218 | 62 | 6.37 | 0.130 | 0.384
CTS | 240 | 65 | 7.03 | 0.267 | 0.176
global route | 240 | 65 | 7.03 | 0.273 | 0.160
finish | 243 | 66 | 7.11 | 0.261 | 0.188
==> kinds of logic after synthesis <==
logic type      after synthesis  synth area share, %
simple gates                  6                 27.9
flops                         4                 61.5
compound gates                2                 7.68
buf+inv                       1                 2.88
==> tightest hold or removal path, delay by kind of cell, from the launching register on <==
kind / cells / cell delay, ns
DFF: 1 / 0.31
buffers and inverters: 1 / 0.05
AOI/OAI and AO/OA: 1 / 0.06
==> flip-flops by register name (all words and copies together), names as in the netlist <==
name / count
out: 1
nextstate: 3
==> report_power, final <==
group / switching (mW) / internal [mW] / leakage, nW
combinational: 0.00546 / 0.00827 / 0.0291
clock: 0.0431 / 0.0894 / 0.0138
sequential: 0.00297 / 0.112 / 0.0329
total: 0.0515 / 0.209 / 0.0757
Power figures rest on the tool's default switching activity, not on a simulated workload.
